--- flow/design.v ---
module axi_buzzer (
    input                    aclk          ,
    input                    aresetn       ,
    input   [  3 : 0 ]       awaddr        ,
    input   [  2 : 0 ]       awprot        ,  
    input                    awvalid       ,
    output logic             awready       ,
    input   [ 31 : 0 ]       wdata         ,
    input   [  3 : 0 ]       wstrb         ,  
    input                    wvalid        ,
    output logic             wready        ,
    output logic  [  1 : 0 ] bresp         ,
    output logic             bvalid        ,
    input                    bready        ,
    input   [  3 : 0 ]       araddr        ,
    input   [  2 : 0 ]       arprot        ,
    input                    arvalid       ,
    output logic             arready       ,
    output logic  [ 31 : 0 ] rdata         ,
    output logic  [  1 : 0 ] rresp         ,
    output logic             rvalid        ,
    input                    rready        ,
    output logic BUZZER_OUT                
);
    logic           resetn              ;
    logic           enable              ;
    logic[  1 : 0]  mode                ;
    logic[ 31 : 0]  duration_on         ;
    logic[ 31 : 0]  duration_off        ;
    logic           buzzer_active       ;
    buzzer_s_axi_lite_if buzzer_s_axi_lite_if_inst (
        .aclk          (aclk   ),
        .aresetn       (aresetn),
        .awaddr        (awaddr ),
        .awprot        (awprot ),
        .awvalid       (awvalid),
        .awready       (awready),
        .wdata         (wdata  ),
        .wstrb         (wstrb  ),
        .wvalid        (wvalid ),
        .wready        (wready ),
        .bresp         (bresp  ),
        .bvalid        (bvalid ),
        .bready        (bready ),
        .araddr        (araddr ),
        .arprot        (arprot ),
        .arvalid       (arvalid),
        .arready       (arready),
        .rdata         (rdata  ),
        .rresp         (rresp  ),
        .rvalid        (rvalid ),
        .rready        (rready ),
        .buzzer_active (buzzer_active),
        .resetn        (resetn      ),
        .enable        (enable      ),
        .mode          (mode        ),
        .duration_on   (duration_on ),
        .duration_off  (duration_off) 
    );
    buzzer buzzer_inst(
        .clk          (aclk        ),
        .resetn       (resetn      ),  
        .buzzer_active(buzzer_active),
        .enable       (enable      ),
        .mode         (mode        ),
        .duration_on  (duration_on ),
        .duration_off (duration_off),
        .BUZZER_OUT   (BUZZER_OUT  ) 
    );
endmodule
`timescale 1ns / 1ps
module buzzer
    (
        input           clk                 ,
        input           resetn              ,  
        input           enable              ,
        input[  1 : 0]  mode                ,
        input[ 31 : 0]  duration_on         ,
        input[ 31 : 0]  duration_off        ,
        output logic    buzzer_active       , 
        output logic BUZZER_OUT                
    );
    typedef enum {
        IDLE_ST         ,  
        BEEP_ON_ST      ,  
        BEEP_OFF_ST     ,   
        WAIT_FOR_RELEASE 
    } fsm;
    fsm current_state = IDLE_ST;    
    logic [31:0] duration_on_cnt = '{default:0};
    logic [31:0] duration_off_cnt = '{default:0};
    always_ff @(posedge clk) begin : current_state_processing 
        if (!resetn)
            current_state <= IDLE_ST;
        else
            case (current_state) 
                IDLE_ST : 
                    if (enable) 
                        current_state <= BEEP_ON_ST;
                BEEP_ON_ST : 
                    case (mode) 
                        'b00 : 
                            if (duration_on_cnt == 0)
                                current_state <= WAIT_FOR_RELEASE;
                        'b01 :
                            if (duration_on_cnt == 32'b0)
                                current_state <= BEEP_OFF_ST;
                        'b10 : 
                            if (!enable)
                                current_state <= IDLE_ST;
                    endcase 
                BEEP_OFF_ST :
                    if (duration_off_cnt == 0)
                        if (!enable)
                            current_state <= IDLE_ST;
                        else
                            current_state <= BEEP_ON_ST;
                WAIT_FOR_RELEASE : 
                    if (!enable)
                        current_state <= IDLE_ST; 
            endcase
        end 
    always_comb begin : buzzer_active_processing 
        case (current_state)
            BEEP_ON_ST : 
                buzzer_active <= 1'b1;
            default : 
                buzzer_active <= 1'b0;
        endcase  
    end 
    always_ff @(posedge clk) begin : duration_on_cnt_processing
        case (current_state) 
            BEEP_ON_ST : 
                if (mode == 'b00 | mode == 'b01) 
                    if (duration_on_cnt == 0)
                        duration_on_cnt <= duration_on;
                    else
                        duration_on_cnt <= duration_on_cnt - 1;
                else
                    duration_on_cnt <= duration_on;
            default : 
                duration_on_cnt <= duration_on;
        endcase  
    end 
    always_ff @(posedge clk) begin : duration_off_cnt_processing
        case (current_state)
            BEEP_OFF_ST : 
                if (duration_off == 0)
                    duration_off_cnt <= duration_off;
                else
                    duration_off_cnt <= duration_off_cnt - 1;
            default : 
                duration_off_cnt <= duration_off;
        endcase  
    end 
    always_comb begin : buzzer_out_assignment 
        if (current_state == BEEP_ON_ST)
            BUZZER_OUT <= 1'b1;
        else
            BUZZER_OUT <= 1'b0;
    end 
endmodule : buzzer
`timescale 1 ns / 1 ps
module buzzer_s_axi_lite_if (
    input                    aclk          ,
    input                    aresetn       ,
    input   [  3 : 0 ]       awaddr        ,
    input   [  2 : 0 ]       awprot        ,  
    input                    awvalid       ,
    output logic             awready       ,
    input   [ 31 : 0 ]       wdata         ,
    input   [  3 : 0 ]       wstrb         ,  
    input                    wvalid        ,
    output logic             wready        ,
    output logic  [  1 : 0 ] bresp         ,
    output logic             bvalid        ,
    input                    bready        ,
    input   [  3 : 0 ]       araddr        ,
    input   [  2 : 0 ]       arprot        ,
    input                    arvalid       ,
    output logic             arready       ,
    output logic  [ 31 : 0 ] rdata         ,
    output logic  [  1 : 0 ] rresp         ,
    output logic             rvalid        ,
    input                    rready        ,
    input                    buzzer_active , 
    output logic             resetn        ,  
    output logic             enable        ,
    output logic [  1 : 0]   mode          ,
    output logic [ 31 : 0]   duration_on   ,
    output logic [ 31 : 0]   duration_off   
);
    localparam integer ADDR_LSB = 2;
    localparam integer ADDR_OPT = 1;
    logic [31:0]reg_0 = '{default:0};
    logic [31:0]reg_1 = '{default:0};
    logic [31:0]reg_2 = '{default:0};
    logic aw_en = 1'b1;
    always_comb begin : user_logic_assignment_group
        resetn          <= reg_0[0];
        enable          <= reg_0[1];
        mode            <= reg_0[3:2];
        duration_on     <= reg_1;
        duration_off    <= reg_2;
    end 
    always_comb begin : from_usr_logic_assignment_group 
        reg_0[16] <= buzzer_active;
    end 
    always_ff @(posedge aclk) begin : aw_en_processing 
        if (!aresetn) 
            aw_en <= 1'b1;
        else
            if (!awready & awvalid & wvalid & aw_en)
                aw_en <= 1'b0;
            else
                if (bready & bvalid)
                    aw_en <= 1'b1;
    end 
    always_ff @(posedge aclk) begin : awready_processing 
        if (!aresetn)
            awready <= 1'b0;
        else
            if (!awready & awvalid & wvalid & aw_en)
                awready <= 1'b1;
            else 
                awready <= 1'b0;
    end 
    always_ff @(posedge aclk) begin : wready_processing 
        if (!aresetn)
            wready <= 1'b0;
        else
            if (!wready & wvalid & awvalid & aw_en)
                wready <= 1'b1;
            else
                wready <= 1'b0;
    end 
    always_ff @(posedge aclk) begin : bvalid_processing
        if (!aresetn)
            bvalid <= 1'b0;
        else
            if (wvalid & wready & awvalid & awready & ~bvalid)
                bvalid <= 1'b1;
            else
                if (bvalid & bready)
                    bvalid <= 1'b0;
    end 
    always_ff @(posedge aclk) begin : arready_processing 
        if (!aresetn)
            arready <= 1'b0;
        else
            if (!arready & arvalid)
                arready <= 1'b1;
            else
                arready <= 1'b0;
    end
    always_ff @(posedge aclk) begin : rvalid_processing
        if (!aresetn)
            rvalid <= 1'b0;
        else
            if (arvalid & arready & ~rvalid)
                rvalid <= 1'b1;
            else 
                if (rvalid & rready)
                    rvalid <= 1'b0;
    end 
    always_ff @(posedge aclk) begin : rdata_processing 
        if (!aresetn)
            rdata <= '{default:0};
        else
            if (arvalid & arready & ~rvalid)
                case (araddr[(ADDR_OPT + ADDR_LSB) : ADDR_LSB]) 
                    'h0 : rdata <= reg_0;
                    'h1 : rdata <= reg_1;
                    'h2 : rdata <= reg_2;
                    default : rdata <= rdata;
                endcase  
    end 
    always_ff @(posedge aclk) begin : rresp_processing 
        if (!aresetn) 
            rresp <= '{default:0};
        else
            if (arvalid & arready & ~rvalid)
                case (araddr[(ADDR_OPT + ADDR_LSB) : ADDR_LSB])
                    'h0 : rresp <= '{default:0};
                    'h1 : rresp <= '{default:0};
                    'h2 : rresp <= '{default:0};
                    default : rresp <= 'b10;
                endcase;  
    end                     
    always_ff @(posedge aclk) begin : bresp_processing
        if (!aresetn)
            bresp <= '{default:0};
        else
            if (awvalid & awready & wvalid & wready & ~bvalid)
                if (awaddr >= 0 | awaddr <= 2 )
                    bresp <= '{default:0};
                else
                    bresp <= 'b10;
    end
    always_ff @(posedge aclk) begin : reg_0_processing 
        if (!aresetn)
        begin  
            reg_0[15:0] <= 'b0;
            reg_0[31:17] <= 'b0;
        end 
        else
            if (awvalid & awready & wvalid & wready)
                if (awaddr[(ADDR_OPT + ADDR_LSB) : ADDR_LSB] == 'h00)
                begin
                    reg_0[15:0] <= wdata[15:0];
                    reg_0[31:17] <= wdata[31:17];
                end 
        end 
    always_ff @(posedge aclk) begin : reg_1_processing 
        if (!aresetn)
            reg_1 <= 'b0;
        else
            if (awvalid & awready & wvalid & wready)
                if (awaddr[(ADDR_OPT + ADDR_LSB) : ADDR_LSB] == 'h01)
                    reg_1 <= wdata;
        end 
    always_ff @(posedge aclk) begin : reg_2_processing 
        if (!aresetn)
            reg_2 <= 'b0;
        else
            if (awvalid & awready & wvalid & wready)
                if (awaddr[(ADDR_OPT + ADDR_LSB) : ADDR_LSB] == 'h02)
                    reg_2 <= wdata;
        end 
endmodule
--- flow/run.sh ---
#!/bin/bash
# OpenROAD 26Q1-2900-gdf79404cd8, Yosys 0.63+post, stock flow scripts
make -C /OpenROAD-flow-scripts/flow DESIGN_CONFIG=/design/flow/config.mk WORK_HOME=/design/flow/orfs finish
--- flow/config.mk ---
export PLATFORM = sky130hd
export DESIGN_NAME = axi_buzzer
export DESIGN_NICKNAME = axi_buzzer
export VERILOG_FILES = /design/flow/design.v
export SDC_FILE = /design/flow/constraint.sdc
export NUM_CORES = 4
export LEC_CHECK = 1
export CORE_UTILIZATION = 40
export SYNTH_HDL_FRONTEND = slang
--- flow/constraint.sdc ---
current_design axi_buzzer

set clk_period 12.6
set clk_io_pct 0.2

create_clock -name clk0 -period $clk_period [get_ports {aclk}]

set non_clock_inputs [all_inputs -no_clocks]
set_input_delay [expr $clk_period * $clk_io_pct] -clock clk0 $non_clock_inputs
set_output_delay [expr $clk_period * $clk_io_pct] -clock clk0 [all_outputs]
==> impl_summary.log <==
[flow] summary of implementation run
[metrics] run status: complete, no violations
[metrics] R2R Setup Slk: 9.99 ns
[metrics] FP Rows: 54
[metrics] first-pass GRT wire length: 38300 um
[metrics] Peak Freq: 0.239 GHz
[metrics] beginning of the worst hold path: buzzer_s_axi_lite_if_inst.wready
[metrics] final setup violation count: 0
[metrics] clock latency (worst-skew pair): 0.50 ns
[metrics] area growth from synthesis to layout: 19.7%
[metrics] sequential cell area: 4040 um2
[metrics] Vias per Instance: 5.13
[metrics] overall fraction of global-route tracks in use: 21.1%
[metrics] final critical-path share of the clock period: 33.2%
[metrics] clock transition at the register clock pins on the worst setup and hold paths after CTS: 0.06 ns
[metrics] type of the worst setup path: primary input to flip-flop
[metrics] post-synthesis mux area share: 5.27%
[metrics] clock root cell: sky130_fd_sc_hd__clkbuf_16
[metrics] Inserted Clock Buffers: 23
[metrics] WP data required: 13.02 ns
[metrics] clock tree from TritonCTS: yes
[metrics] Synth Area in Simple Gates: 22.8%
[metrics] transition time at the pin with the least slew margin: 0.869 ns
[metrics] detailed-router iteration count before antenna repair: 4
[metrics] multi-input combinational cell area: 4810 um2
[metrics] cells taking the most area after synthesis: sky130_fd_sc_hd__dfxtp_1 (44%), sky130_fd_sc_hd__nand2_1 (14%), sky130_fd_sc_hd__a21boi_0 (11%), sky130_fd_sc_hd__mux2_4 (4.9%), sky130_fd_sc_hd__o21ai_0 (3.4%)
[metrics] placed wire-length estimate: 15200 um
[metrics] number of setup buffers added after CTS: 0
[metrics] tally of unique sky130hd cells used after synthesis: 48
[metrics] Die Span X: 153 um
[metrics] reg2reg end: buzzer_inst.duration_on_cnt[30]
[metrics] fraction of layout instances using a drive strength above 1: 8.83%
[metrics] number of flops mapped to enable cells by yosys: 0
[metrics] number of global-route vias before repair: 6959
[metrics] startpoint type of the worst setup path: primary input
[metrics] Crit Path Max Fanout: 64
[metrics] floorplan die height: 153 um
[metrics] setup total negative slack: 0 ns
[metrics] Avg Cell Area, Syn: 8.41 um2
[metrics] top comb family, area: simple AND/OR/NAND/NOR gates
[metrics] warning count from the yosys run: 0
[metrics] Top-Level Pins: 99
[metrics] leading cell type by number of instances after synthesis: sky130_fd_sc_hd__nand2_1
[metrics] number of antenna violations at the first check in global routing: 0
[metrics] Max-cap violations: 0
[metrics] Peak supply drop: 0.0756 mV
[metrics] CTS-repair resized insts: 0
[metrics] detailed-route wire length: 23500 um
[metrics] residual antenna-violating net count after detailed routing: 0
[metrics] core area: 22100 um2
[metrics] Clock H-tree levels: 1
[metrics] maximum number of pins on one net before global-route repair: 76
[metrics] R2R depth: 7
[metrics] Bufs on Longest Clock Path: 3
[metrics] Adder Share, Synth: 0.959%
[metrics] fraction of registers with async set/reset: 0%
[metrics] pwr dens: 125 nW/um2
[metrics] routability-driven placement congestion ratio: 0.839
[metrics] RSZ-0062 raised after global routing: no
[metrics] DRC violation count after routing: 0
[metrics] total number of vias: 7368
[metrics] Slew headroom: 41.9%
[metrics] number of cells traversed by the worst hold path: 1
[metrics] Post-Syn Instances: 1086
[metrics] global route total overflow: 0
[metrics] Hold Fails Final Rpt: 0
[metrics] core occupancy in the finished layout: 49.5%
[metrics] filler cell count: 2053
[metrics] number of synthesized register bits: 202
[metrics] TritonCTS sink count: 202
[metrics] worst r2r src: buzzer_inst.duration_on_cnt[0]
[metrics] total power: 1370 uW
[metrics] number of antenna diodes: 0
[metrics] buffers added on ports: 81
[metrics] Commonest flop: sky130_fd_sc_hd__dfxtp_1
[metrics] area reported by Yosys stat: 9140 um2
[metrics] Tightest Hold Check Type: flip-flop to flip-flop
[metrics] biggest area consumer among synthesized cells: sky130_fd_sc_hd__dfxtp_1
[metrics] most numerous cell types in the synthesized netlist: sky130_fd_sc_hd__nand2_1 (340), sky130_fd_sc_hd__dfxtp_1 (202), sky130_fd_sc_hd__a21boi_0 (130), sky130_fd_sc_hd__clkbuf_1 (63), sky130_fd_sc_hd__o21ai_0 (62)
[metrics] Static Leak: 0.00387 uW
[metrics] CP arrival: 4.60 ns
[metrics] number of hold buffers added after cts: 0
[metrics] Top cell area share: 44.3%
[metrics] Worst Hold Slack: 0.441 ns
[metrics] Min-Delay Endpoint: buzzer_s_axi_lite_if_inst.wready
[metrics] number of violations reported at the end of detailed-routing iteration 0: 388
[metrics] cells in synth_stat.txt: 1086
[metrics] detailed-route wire length per cell: 16.4 um
[metrics] Starting Density: 41.4%
[metrics] Mapped Area: 9140 um2
[metrics] fin. max-slew vios: 0
[metrics] register share after synthesis: 44.3%
[metrics] type of element capturing the critical path: flip-flop
[metrics] chip footprint: 23400 um2
[metrics] Final Skew: 0.00841 ns
[metrics] stage-log warning count: 43
[metrics] xor+xnor area frac: 5.27%
[metrics] Final min period: 4.18 ns
[metrics] area fraction in compound gates after synthesis: 17.8%
==> worst max-delay path by stage <==
stage | from | endpoint | slack (ns) | cells past startpoint
CTS | araddr[2] | buzzer_s_axi_lite_if_inst.rdata[16] | 8.44 | 8
global route | araddr[2] | buzzer_s_axi_lite_if_inst.rdata[16] | 8.31 | 8
finish | araddr[2] | buzzer_s_axi_lite_if_inst.rdata[16] | 8.42 | 8
==> critical path: stages <==
cell and delay (ns):
sky130_fd_sc_hd__clkdlybuf4s50_1 0.51, sky130_fd_sc_hd__inv_1 0.06, sky130_fd_sc_hd__ha_2 0.30, sky130_fd_sc_hd__buf_4 0.51, sky130_fd_sc_hd__nand2_1 0.25, sky130_fd_sc_hd__o21ai_0 0.19, sky130_fd_sc_hd__nand2_1 0.09, sky130_fd_sc_hd__a21boi_0 0.15
==> layout by cell type (no fill, tap or decap), drive strengths merged, types with 5 or more instances in the layout <==
master,n
clkdlybuf4s50,80
o21ai,68
nand2,340
nand4,11
nor4,24
clkbuf,37
mux2,31
a22oi,33
buf,16
nor2,27
ha,7
xnor2,25
dfxtp,202
a21boi,130
or3,6
nor2b,5
xor2,30
inv,7
nor3,31
==> registers in the layout, summed over array words and instances (netlist names) <==
name                                    count
buzzer_inst.duration_off_cnt               32
buzzer_inst.duration_on_cnt                32
buzzer_s_axi_lite_if_inst.duration_off     32
buzzer_s_axi_lite_if_inst.duration_on      32
buzzer_s_axi_lite_if_inst.rdata            32
buzzer_s_axi_lite_if_inst.reg_0            27
buzzer_inst.current_state                   4
buzzer_s_axi_lite_if_inst.mode              2
buzzer_s_axi_lite_if_inst.arready           1
buzzer_s_axi_lite_if_inst.aw_en             1
buzzer_s_axi_lite_if_inst.awready           1
buzzer_s_axi_lite_if_inst.bvalid            1
buzzer_s_axi_lite_if_inst.enable            1
buzzer_s_axi_lite_if_inst.resetn            1
buzzer_s_axi_lite_if_inst.rresp             1
buzzer_s_axi_lite_if_inst.rvalid            1
buzzer_s_axi_lite_if_inst.wready            1
==> per-stage QoR <==
stage / cell area [um2] / setup slack (ns) / std cells
global route: 10900 / 8.31 / 1435
floorplan: 9140 / 8.86 / 1088
detailed placement: 10100 / 7.92 / 1394
global placement: 10100 / 7.96 / 1394
CTS: 10900 / 8.44 / 1435
finish: 10900 / 8.42 / 1435
==> routing by layer <==
metal	global-route usage, %	wire, um	vias to the layer above
met3	2.20	825	24
met1	33.6	11900	3448
li1	-	-	3789
met5	0	0	-
met4	2.45	263	0
met2	32.9	10600	107
==> area by class of cell <==
cell class	instances	area share [%]
multi-input cells	809	44.0
flip-flops and latches	202	37.0
repair buffers	96	8.42
clock buffers	37	6.75
well taps	280	3.20
clock inverters	4	0.412
inverters	7	0.240
==> cell families after synthesis <==
family                   count (synthesis)
other                                    1
flip-flops                             202
AND/OR/NAND/NOR                        472
XOR/XNOR                                55
buffers and inverters                   77
multiplexers                            33
adder cells (fa/ha/maj)                  7
AND-OR/OR-AND                          239
==> power by group <==
part	leakage, uW	internal, uW	total [uW]	switching, uW
Sequential	0.00163	640	641	0.804
Clock	0.000392	419	676	258
Combinational	0.00185	21.7	50.2	28.5
Power figures rest on the tool's default switching activity, not on a simulated workload.
