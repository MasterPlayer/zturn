==> /design/flow/config.mk <==
export PLATFORM = sky130hd
export DESIGN_NAME = axi_led_rgb
export DESIGN_NICKNAME = axi_led_rgb
export VERILOG_FILES = /design/flow/design.v
export SDC_FILE = /design/flow/constraint.sdc
export NUM_CORES = 4
export LEC_CHECK = 1
export CORE_UTILIZATION = 50
export SYNTH_HDL_FRONTEND = slang
==> /design/flow/constraint.sdc <==
current_design axi_led_rgb

set clk_period 7.5
set clk_io_pct 0.2

create_clock -name clk0 -period $clk_period [get_ports {aclk}]

set non_clock_inputs [all_inputs -no_clocks]
set_input_delay [expr $clk_period * $clk_io_pct] -clock clk0 $non_clock_inputs
set_output_delay [expr $clk_period * $clk_io_pct] -clock clk0 [all_outputs]
==> /design/flow/design.v <==
`timescale 1ps / 1ps
module axi_led_rgb #(
    parameter INVERSE_MODE = 1
)(
    input                    aclk          ,
    input                    aresetn       ,
    input   [  4 : 0 ]       awaddr        ,
    input   [  2 : 0 ]       awprot        ,  
    input                    awvalid       ,
    output logic             awready       ,
    input   [ 31 : 0 ]       wdata         ,
    input   [  3 : 0 ]       wstrb         ,  
    input                    wvalid        ,
    output logic             wready        ,
    output logic  [  1 : 0 ] bresp         ,
    output logic             bvalid        ,
    input                    bready        ,
    input   [  4 : 0 ]       araddr        ,
    input   [  2 : 0 ]       arprot        ,
    input                    arvalid       ,
    output logic             arready       ,
    output logic  [ 31 : 0 ] rdata         ,
    output logic  [  1 : 0 ] rresp         ,
    output logic             rvalid        ,
    input                    rready        ,
    output logic             LED_R         ,  
    output logic             LED_G         ,
    output logic             LED_B          
);
    logic user_resetn           ;
    logic mode_r                ;
    logic mode_g                ;
    logic mode_b                ;
    logic enable_r              ;
    logic enable_g              ;
    logic enable_b              ;
    logic holded_r              ;
    logic holded_g              ;
    logic holded_b              ;
    logic [31:0] duration_r     ;
    logic [31:0] duration_g     ;
    logic [31:0] duration_b     ;
    logic led_r_sts             ;
    logic led_g_sts             ;
    logic led_b_sts             ;
    led_rgb_s_axi_lite_if  led_rgb_s_axi_lite_if_inst (
        .aclk         (aclk)    ,
        .aresetn      (aresetn) ,
        .awaddr       (awaddr)  ,
        .awprot       (awprot)  ,  
        .awvalid      (awvalid) ,
        .awready      (awready) ,
        .wdata        (wdata)   ,
        .wstrb        (wstrb)   ,  
        .wvalid       (wvalid)  ,
        .wready       (wready)  ,
        .bresp        (bresp)   ,
        .bvalid       (bvalid)  ,
        .bready       (bready)  ,
        .araddr       (araddr)  ,
        .arprot       (arprot)  ,
        .arvalid      (arvalid) ,
        .arready      (arready) ,
        .rdata        (rdata)   ,
        .rresp        (rresp)   ,
        .rvalid       (rvalid)  ,
        .rready       (rready)  ,
        .user_resetn  (user_resetn),
        .mode_r       (mode_r),
        .mode_g       (mode_g),
        .mode_b       (mode_b),
        .enable_r     (enable_r),
        .enable_g     (enable_g),
        .enable_b     (enable_b),
        .holded_r     (holded_r),
        .holded_g     (holded_g),
        .holded_b     (holded_b),
        .duration_r   (duration_r),
        .duration_g   (duration_g),
        .duration_b   (duration_b),
        .led_r_sts    (led_r_sts),
        .led_g_sts    (led_g_sts),
        .led_b_sts    (led_b_sts) 
    );
    led_rgb #(
        INVERSE_MODE 
    )led_rgb_inst
    (
        .clk        (aclk),
        .resetn     (user_resetn),
        .mode_r     (mode_r),
        .mode_g     (mode_g),
        .mode_b     (mode_b),
        .enable_r   (enable_r),
        .enable_g   (enable_g),
        .enable_b   (enable_b),
        .holded_r   (holded_r),
        .holded_g   (holded_g),
        .holded_b   (holded_b),
        .duration_r (duration_r),
        .duration_g (duration_g),
        .duration_b (duration_b),
        .led_r_sts  (led_r_sts),
        .led_g_sts  (led_g_sts),
        .led_b_sts  (led_b_sts),
        .LED_R      (LED_R)             ,  
        .LED_G      (LED_G)             ,
        .LED_B      (LED_B)              
    );
endmodule
`timescale 1ns / 1ps
module led_rgb #(
        parameter INVERSE_MODE = 1
    )(
        input clk                       ,
        input resetn                    ,  
        input mode_r                    ,  
        input mode_g                    ,  
        input mode_b                    ,  
        input enable_r                  ,  
        input enable_g                  ,  
        input enable_b                  ,  
        input holded_r                  ,  
        input holded_g                  ,  
        input holded_b                  ,  
        input[31:0] duration_r          ,  
        input[31:0] duration_g          ,
        input[31:0] duration_b          ,
        output logic led_r_sts          , 
        output logic led_g_sts          ,
        output logic led_b_sts          ,
        output logic LED_R              ,  
        output logic LED_G              ,
        output logic LED_B               
    );
    typedef enum {
        IDLE_ST         ,  
        HOLD_ON_ST      ,  
        HOLD_OFF_ST     ,  
        LED_ON_ST          
    } fsm;
    fsm current_state_led_r = IDLE_ST;
    fsm current_state_led_g = IDLE_ST;
    fsm current_state_led_b = IDLE_ST;
    logic[ 31 : 0] led_r_timer = '{default:0};
    logic[ 31 : 0] led_g_timer = '{default:0};
    logic[ 31 : 0] led_b_timer = '{default:0};
    always_ff @(posedge clk) begin : current_state_led_r_processing 
        if (resetn == 0)
            current_state_led_r <= IDLE_ST;
        else
            case(current_state_led_r)
                IDLE_ST :
                    if (enable_r == 1)
                        if (mode_r == 1)
                            current_state_led_r <= HOLD_ON_ST;
                        else
                            current_state_led_r <= LED_ON_ST;
                HOLD_ON_ST :
                    if (led_r_timer >= duration_r)
                        current_state_led_r <= HOLD_OFF_ST;
                HOLD_OFF_ST :
                    if (led_r_timer >= duration_r)
                        if (holded_r == 1)
                            current_state_led_r <= HOLD_ON_ST;
                        else
                            current_state_led_r <= IDLE_ST;
                LED_ON_ST : 
                    if (enable_r == 0)
                        current_state_led_r <= IDLE_ST;
            endcase
    end 
    always_ff @(posedge clk) begin : current_state_led_g_processing 
        if (resetn == 0)
            current_state_led_g <= IDLE_ST;
        else
            case(current_state_led_g)
                IDLE_ST :
                    if (enable_g == 1)
                        if (mode_g == 1)
                            current_state_led_g <= HOLD_ON_ST;
                        else
                            current_state_led_g <= LED_ON_ST;
                HOLD_ON_ST :
                    if (led_g_timer >= duration_g)
                        current_state_led_g <= HOLD_OFF_ST;
                HOLD_OFF_ST :
                    if (led_g_timer >= duration_g)
                        if (holded_g == 1)
                            current_state_led_g <= HOLD_ON_ST;
                        else
                            current_state_led_g <= IDLE_ST;
                LED_ON_ST : 
                    if (enable_g == 0)
                        current_state_led_g <= IDLE_ST;
            endcase
    end 
    always_ff @(posedge clk) begin : current_state_led_b_processing 
        if (resetn == 0)
            current_state_led_b <= IDLE_ST;
        else
            case(current_state_led_b)
                IDLE_ST :
                    if (enable_b == 1)
                        if (mode_b == 1)
                            current_state_led_b <= HOLD_ON_ST;
                        else
                            current_state_led_b <= LED_ON_ST;
                HOLD_ON_ST :
                    if (led_b_timer >= duration_b)
                        current_state_led_b <= HOLD_OFF_ST;
                HOLD_OFF_ST :
                    if (led_b_timer >= duration_b)
                        if (holded_b == 1)
                            current_state_led_b <= HOLD_ON_ST;
                        else
                            current_state_led_b <= IDLE_ST;
                LED_ON_ST : 
                    if (enable_b == 0)
                        current_state_led_b <= IDLE_ST;
            endcase
    end 
    always_ff @(posedge clk) begin : led_r_timer_processing 
        if (resetn == 0)
            led_r_timer <= '{default:0};
        else
            case (current_state_led_r)
                IDLE_ST : 
                    led_r_timer <= '{default:0};
                HOLD_ON_ST : 
                    if (led_r_timer < duration_r)
                        led_r_timer <= led_r_timer + 1;
                    else
                        led_r_timer <= '{default:0};
                HOLD_OFF_ST: 
                    if (led_r_timer < duration_r)
                        led_r_timer <= led_r_timer + 1;
                    else
                        led_r_timer <= '{default:0};
                default :
                    led_r_timer <= '{default:0};
            endcase  
    end 
    always_ff @(posedge clk) begin : led_g_timer_processing 
        if (resetn == 0)
            led_g_timer <= '{default:0};
        else
            case (current_state_led_g)
                IDLE_ST : 
                    led_g_timer <= '{default:0};
                HOLD_ON_ST : 
                    if (led_g_timer < duration_g)
                        led_g_timer <= led_g_timer + 1;
                    else
                        led_g_timer <= '{default:0};
                HOLD_OFF_ST: 
                    if (led_g_timer < duration_g)
                        led_g_timer <= led_g_timer + 1;
                    else
                        led_g_timer <= '{default:0};
                default :
                    led_g_timer <= '{default:0};
            endcase  
    end 
    always_ff @(posedge clk) begin : led_b_timer_processing 
        if (resetn == 0)
            led_b_timer <= '{default:0};
        else
            case (current_state_led_b)
                IDLE_ST : 
                    led_b_timer <= '{default:0};
                HOLD_ON_ST : 
                    if (led_b_timer < duration_b)
                        led_b_timer <= led_b_timer + 1;
                    else
                        led_b_timer <= '{default:0};
                HOLD_OFF_ST: 
                    if (led_b_timer < duration_b)
                        led_b_timer <= led_b_timer + 1;
                    else
                        led_b_timer <= '{default:0};
                default :
                    led_b_timer <= '{default:0};
            endcase  
    end 
    generate
        if (INVERSE_MODE == 0) 
            always_comb begin : led_assignment_direct
                if (current_state_led_r == HOLD_ON_ST || current_state_led_r == LED_ON_ST)
                    LED_R = 1'b1;
                else
                    LED_R = 1'b0;
                if (current_state_led_g == HOLD_ON_ST || current_state_led_g == LED_ON_ST)
                    LED_G = 1'b1;
                else
                    LED_G = 1'b0;
                if (current_state_led_b == HOLD_ON_ST || current_state_led_b == LED_ON_ST)
                    LED_B = 1'b1;
                else
                    LED_B = 1'b0;
            end 
        if (INVERSE_MODE == 1)
            always_comb begin : led_assignment_direct
                if (current_state_led_r == HOLD_ON_ST || current_state_led_r == LED_ON_ST)
                    LED_R = 1'b0;
                else
                    LED_R = 1'b1;
                if (current_state_led_g == HOLD_ON_ST || current_state_led_g == LED_ON_ST)
                    LED_G = 1'b0;
                else
                    LED_G = 1'b1;
                if (current_state_led_b == HOLD_ON_ST || current_state_led_b == LED_ON_ST)
                    LED_B = 1'b0;
                else
                    LED_B = 1'b1;
            end
    endgenerate
    always_comb begin : led_r_sts_processing 
        if (current_state_led_r == IDLE_ST)
            led_r_sts <= 1'b0;
        else
            led_r_sts <= 1'b1;
    end 
    always_comb begin : led_g_sts_processing 
        if (current_state_led_g == IDLE_ST)
            led_g_sts <= 1'b0;
        else
            led_g_sts <= 1'b1;
    end 
    always_comb begin : led_b_sts_processing 
        if (current_state_led_b == IDLE_ST)
            led_b_sts <= 1'b0;
        else
            led_b_sts <= 1'b1;
    end 
endmodule
`timescale 1ps/1ps
module led_rgb_s_axi_lite_if (
    input                    aclk          ,
    input                    aresetn       ,
    input   [  4 : 0 ]       awaddr        ,
    input   [  2 : 0 ]       awprot        ,  
    input                    awvalid       ,
    output logic             awready       ,
    input   [ 31 : 0 ]       wdata         ,
    input   [  3 : 0 ]       wstrb         ,  
    input                    wvalid        ,
    output logic             wready        ,
    output logic  [  1 : 0 ] bresp         ,
    output logic             bvalid        ,
    input                    bready        ,
    input   [  4 : 0 ]       araddr        ,
    input   [  2 : 0 ]       arprot        ,
    input                    arvalid       ,
    output logic             arready       ,
    output logic  [ 31 : 0 ] rdata         ,
    output logic  [  1 : 0 ] rresp         ,
    output logic             rvalid        ,
    input                    rready        ,
    output logic             user_resetn              ,  
    output logic             mode_r                    ,  
    output logic             mode_g                    ,  
    output logic             mode_b                    ,  
    output logic             enable_r                  ,  
    output logic             enable_g                  ,  
    output logic             enable_b                  ,  
    output logic             holded_r                  ,  
    output logic             holded_g                  ,  
    output logic             holded_b                  ,  
    output logic            [31:0] duration_r          ,  
    output logic            [31:0] duration_g          ,
    output logic            [31:0] duration_b          ,
    input                   led_r_sts          , 
    input                   led_g_sts          ,
    input                   led_b_sts           
);
    localparam integer ADDR_LSB = 2;
    localparam integer ADDR_OPT = 2;
    logic [31:0]reg_0 = '{default:0};
    logic [31:0]reg_1 = '{default:0};
    logic [31:0]reg_2 = '{default:0};
    logic [31:0]reg_3 = '{default:0};
    logic [31:0]reg_4 = '{default:0};
    logic [31:0]reg_5 = '{default:0};
    logic [31:0]reg_6 = '{default:0};
    logic aw_en = 1'b1;
    always_comb begin : user_logic_assignment_group
        user_resetn <= reg_0[0];
        mode_r      <= reg_1[0];
        enable_r    <= reg_1[1];
        holded_r    <= reg_1[2];
        duration_r  <= reg_2;
        mode_g      <= reg_3[0];
        enable_g    <= reg_3[1];
        holded_g    <= reg_3[2];
        duration_g  <= reg_4;
        mode_b      <= reg_5[0];
        enable_b    <= reg_5[1];
        holded_b    <= reg_5[2];
        duration_b  <= reg_6;
    end 
    always_ff @(posedge aclk) begin : from_user_logic_assignment 
        reg_0[1] <= led_r_sts;
        reg_0[2] <= led_g_sts;
        reg_0[3] <= led_b_sts;
    end 
    always_ff @(posedge aclk) begin : aw_en_processing 
        if (!aresetn) 
            aw_en <= 1'b1;
        else
            if (!awready & awvalid & wvalid & aw_en)
                aw_en <= 1'b0;
            else
                if (bready & bvalid)
                    aw_en <= 1'b1;
    end 
    always_ff @(posedge aclk) begin : awready_processing 
        if (!aresetn)
            awready <= 1'b0;
        else
            if (!awready & awvalid & wvalid & aw_en)
                awready <= 1'b1;
            else 
                awready <= 1'b0;
    end 
    always_ff @(posedge aclk) begin : wready_processing 
        if (!aresetn)
            wready <= 1'b0;
        else
            if (!wready & wvalid & awvalid & aw_en)
                wready <= 1'b1;
            else
                wready <= 1'b0;
    end 
    always_ff @(posedge aclk) begin : bvalid_processing
        if (!aresetn)
            bvalid <= 1'b0;
        else
            if (wvalid & wready & awvalid & awready & ~bvalid)
                bvalid <= 1'b1;
            else
                if (bvalid & bready)
                    bvalid <= 1'b0;
    end 
    always_ff @(posedge aclk) begin : arready_processing 
        if (!aresetn)
            arready <= 1'b0;
        else
            if (!arready & arvalid)
                arready <= 1'b1;
            else
                arready <= 1'b0;
    end
    always_ff @(posedge aclk) begin : rvalid_processing
        if (!aresetn)
            rvalid <= 1'b0;
        else
            if (arvalid & arready & ~rvalid)
                rvalid <= 1'b1;
            else 
                if (rvalid & rready)
                    rvalid <= 1'b0;
    end 
    always_ff @(posedge aclk) begin : rdata_processing 
        if (!aresetn)
            rdata <= '{default:0};
        else
            if (arvalid & arready & ~rvalid)
                case (araddr[(ADDR_OPT + ADDR_LSB) : ADDR_LSB]) 
                    'h0 : rdata <= reg_0;
                    'h1 : rdata <= reg_1;
                    'h2 : rdata <= reg_2;
                    'h3 : rdata <= reg_3;
                    'h4 : rdata <= reg_4;
                    'h5 : rdata <= reg_5;
                    'h6 : rdata <= reg_6;
                    default : rdata <= rdata;
                endcase  
    end 
    always_ff @(posedge aclk) begin : rresp_processing 
        if (!aresetn) 
            rresp <= '{default:0};
        else
            if (arvalid & arready & ~rvalid)
                case (araddr[(ADDR_OPT + ADDR_LSB) : ADDR_LSB])
                    'h0 : rresp <= '{default:0};
                    'h1 : rresp <= '{default:0};
                    'h2 : rresp <= '{default:0};
                    'h3 : rresp <= '{default:0};
                    'h4 : rresp <= '{default:0};
                    'h5 : rresp <= '{default:0};
                    'h6 : rresp <= '{default:0};
                    default : rresp <= 'b10;
                endcase;  
    end                     
    always_ff @(posedge aclk) begin : bresp_processing
        if (!aresetn)
            bresp <= '{default:0};
        else
            if (awvalid & awready & wvalid & wready & ~bvalid)
                if (awaddr >= 0 | awaddr <= 6 )
                    bresp <= '{default:0};
                else
                    bresp <= 'b10;
    end
    always_ff @(posedge aclk) begin : reg_0_processing 
        if (!aresetn) 
        begin
            reg_0[31:4] <= 'b0;
            reg_0[0] <= 'b0;
        end 
        else
            if (awvalid & awready & wvalid & wready)
                if (awaddr[(ADDR_OPT + ADDR_LSB) : ADDR_LSB] == 'h00)
                begin
                    reg_0[31:4] <= wdata[31:4];
                    reg_0[0] <= wdata[0];
                end 
        end 
    always_ff @(posedge aclk) begin : reg_1_processing 
        if (!aresetn)
            reg_1 <= 'b0;
        else
            if (awvalid & awready & wvalid & wready)
                if (awaddr[(ADDR_OPT + ADDR_LSB) : ADDR_LSB] == 'h01)
                    reg_1[31:0] <= wdata[31:0];
        end 
    always_ff @(posedge aclk) begin : reg_2_processing 
        if (!aresetn)
            reg_2 <= 'b0;
        else
            if (awvalid & awready & wvalid & wready)
                if (awaddr[(ADDR_OPT + ADDR_LSB) : ADDR_LSB] == 'h02)
                    reg_2 <= wdata;
        end 
    always_ff @(posedge aclk) begin : reg_3_processing 
        if (!aresetn)
            reg_3 <= 'b0;
        else
            if (awvalid & awready & wvalid & wready)
                if (awaddr[(ADDR_OPT + ADDR_LSB) : ADDR_LSB] == 'h03)
                    reg_3 <= wdata;
        end 
    always_ff @(posedge aclk) begin : reg_4_processing 
        if (!aresetn)
            reg_4 <= 'b0;
        else
            if (awvalid & awready & wvalid & wready)
                if (awaddr[(ADDR_OPT + ADDR_LSB) : ADDR_LSB] == 'h04)
                    reg_4 <= wdata;
        end 
    always_ff @(posedge aclk) begin : reg_5_processing 
        if (!aresetn)
            reg_5 <= 'b0;
        else
            if (awvalid & awready & wvalid & wready)
                if (awaddr[(ADDR_OPT + ADDR_LSB) : ADDR_LSB] == 'h05)
                    reg_5 <= wdata;
        end 
    always_ff @(posedge aclk) begin : reg_6_processing 
        if (!aresetn)
            reg_6 <= 'b0;
        else
            if (awvalid & awready & wvalid & wready)
                if (awaddr[(ADDR_OPT + ADDR_LSB) : ADDR_LSB] == 'h06)
                    reg_6 <= wdata;
        end 
endmodule
==> /design/flow/run.sh <==
#!/bin/bash
# OpenROAD 26Q1-2900-gdf79404cd8, Yosys 0.63+post, stock flow scripts
make -C /OpenROAD-flow-scripts/flow DESIGN_CONFIG=/design/flow/config.mk WORK_HOME=/design/flow/orfs finish
==> impl_metrics.ini <==
; synthesis and place-and-route metrics
[detailed_routing]
drc_errors = 0
vias = 15705
highest_layer = met4
vias_per_cell = 5.57
final_antenna_net_count = 0
routed-wl-met2_um = 25500
wl_met1_um = 24700
first_iter_violations = 869
wirelength_um = 54200
insertedDiodeCount = 0
route.met3.wl_um = 2710
wl_per_cell_um = 19.2
first_pass_iters = 7

[worst_setup_path]
criticalPathCategory = in2reg
crit_path_max_fanout = 45
end_kind = flip-flop
cp.arrival_ps = 4190
worst_setup_path_start_kind = input pin
crit_required_ps = 7960

[timing]
fin_crit_sh_pct = 49.6
hold_viol = 0
fin_setup_tns_ps = 0
timing.final.ws_setup_ps = 3780
finClkSkew_ps = 15.3
drv_slew = 0
min_period_ps = 3720
worstMarginPinSlew_ps = 960
rsz0062_at_grt = false
relSlewSlack_pct = 35.9
max_freq_mhz = 269
setup_viol = 0

[clock_tree]
cts_resized = 0
cts_hold_buf = 0
cts-root-buf = clkbuf_16
post_cts_buffers = 0
clkLatencyLatePin_ps = 550
cts_sinks = 371
cts_buffers = 41
cts_max_level = 2
clk_pin_slew_worst_paths_ps = 60
cts_tree = built
cts_buffer_depth = 3

[synthesis]
xor_share_pct = 4.21
compound_area_share_pct = 20.0
ff_type = dfxtp_1
ys_top_cells_by_count = nand2_1, dfxtp_1, a21boi_0
ys_types = 53
syn_inst = 2305
ys_seq_share_pct = 40.6
ys_sh_simple_pct = 22.1
yosys_warnings = 0
top_area_share_pct = 40.6
edf_count = 0
yosys-stat-area_um2 = 18300
top_area_cell = dfxtp_1
ys_ff = 371
top_cell = nand2_1
post_synth.cell_area_avg_um2 = 7.94
adder_share_pct = 6.77
synth_stat.cells = 2305
top_logic_kind = simple AND/OR/NAND/NOR gates
netlist_area_um2 = 18300
ys_sh_mux_pct = 0.554
area_leaders = dfxtp_1, nand2_1, a21boi_0
async_reset_ff_share_pct = 0

[power_and_ir_drop]
power_density_nw_per_um2 = 202
max-vdd-ir-drop_v = 0.000283
p_leak_nw = 6.88

[global_route]
first_global_vias = 14468
grt_first_pass_wirelength_um = 84300
grt_antenna_before_repair = 0
grt_max_degree = 132
gr-total-overflow = 0
track_usage_pct = 30.1

[cells_and_area]
area.combinational_um2 = 9860
final_core_util_pct = 58.0
drive_gt1_share_pct = 5.21
flop_area_um2 = 7430
area_growth_pct = 13.6
fill_cells = 3192

[placed_design]
dp_hpwl_um = 37700
gp_congestion = 0.922
post-place-ws_ps = 3310
port_buffers = 85

[floorplan]
dieArea_um2 = 37400
row_count = 69
core_area_um2 = 35800
fp.dieW_um = 193
io_pins = 103
die_y_um = 193
fp_util_pct = 51.1

[run_status]
status = completed

[hold_path]
hold_class = reg2reg

[job]
maxCapViolations = 0
tool_warnings = 41
[placed cells by master, fill, tap and decap left out, drive strengths merged, types with 11 or more instances in the layout]
| master | netlist | layout |
|---|---|---|
| nand2 | 569 | 569 |
| o21ai | 82 | 82 |
| o22ai | 16 | 16 |
| clkdlybuf4s50 | 0 | 81 |
| xor2 | 45 | 45 |
| a21boi | 256 | 256 |
| a21oi | 50 | 50 |
| a22o | 11 | 11 |
| nand4 | 53 | 53 |
| ha | 99 | 99 |
| nand3 | 65 | 65 |
| o211ai | 46 | 46 |
| a22oi | 15 | 15 |
| clkbuf | 126 | 64 |
| nor2 | 155 | 155 |
| nor2b | 25 | 25 |
| buf | 13 | 37 |
| xnor2 | 43 | 43 |
| dfxtp | 371 | 371 |
| nor3 | 15 | 15 |
| nor4 | 12 | 12 |
| and3 | 12 | 12 |
| o221ai | 20 | 20 |
| inv | 133 | 134 |
[final cells by class]
type / instances / share of cell area (%)
Sequential cell: 371 / 35.7
Inverter: 133 / 2.40
Timing Repair Buffer: 118 / 5.22
Clock inverter: 10 / 0.391
Tap cell: 461 / 2.77
Multi-Input combinational cell: 1664 / 47.4
Clock buffer: 64 / 6.08
[stage by stage]
step | instance area [um2] | hold slack, ps | std cells | power, mW
2_1_floorplan | 18300 | 379 | 2307 | 2.11
3_3_place_gp | 19400 | 397 | 2747 | 2.22
3_5_place_dp | 19400 | 395 | 2747 | 2.22
4_1_cts | 20800 | 407 | 2821 | 4.23
5_1_grt | 20800 | 421 | 2821 | 4.31
6_report | 20800 | 411 | 2821 | 4.19
[path summary, 6_finish.rpt]
| kind | start | end | slack (ps) | cells after the start |
|---|---|---|---|---|
| hold / removal | led_rgb_inst.current_state_led_r[0] | led_rgb_s_axi_lite_if_inst.reg_0[1] | 410 | 1 |
| setup / recovery | araddr[2] | led_rgb_s_axi_lite_if_inst.rdata[23] | 3780 | 8 |
| setup reg to reg | led_rgb_s_axi_lite_if_inst.duration_g[30] | led_rgb_inst.led_g_timer[21] | 4670 | 8 |
| hold reg to reg | led_rgb_inst.current_state_led_r[0] | led_rgb_s_axi_lite_if_inst.reg_0[1] | 410 | 1 |
[metal layers]
metal | vias up | track usage (%)
li1 | 7856 | -
met1 | 7440 | 44.6
met2 | 340 | 47.9
met3 | 69 | 4.69
met4 | 0 | 6.70
met5 | - | 0
[power breakdown]
group / internal, mW / switching, mW / total (mW)
combinational: 0.0707 / 0.125 / 0.196
sequential: 1.98 / 0.00293 / 1.98
clock: 1.19 / 0.827 / 2.02
total: 3.24 / 0.955 / 4.19
[kinds of logic after synthesis]
kind of cell,after synthesis
simple gates,940
compound gates,524
flops,371
buf+inv,272
fa+ha+maj,99
xor+xnor,88
mux,10
other cells,1
[critical path, stage by stage]
cell	delay [ps]
buf_2	480
buf_4	510
nor2b_1	830
a22o_1	270
a22oi_1	80
o211ai_1	140
o211ai_1	160
a21boi_0	180
Power figures rest on the tool's default switching activity, not on a simulated workload.
