===== /design/flow/design.v =====
`timescale 1ns / 1ps
module axi_sw_ctrlr (
    input               aclk   ,
    input               aresetn,
    input        [ 3:0] awaddr ,
    input        [ 2:0] awprot ,  
    input               awvalid,
    output logic        awready,
    input        [31:0] wdata  ,
    input        [ 3:0] wstrb  ,  
    input               wvalid ,
    output logic        wready ,
    output logic [ 1:0] bresp  ,
    output logic        bvalid ,
    input               bready ,
    input        [ 3:0] araddr ,
    input        [ 2:0] arprot ,
    input               arvalid,
    output logic        arready,
    output logic [31:0] rdata  ,
    output logic [ 1:0] rresp  ,
    output logic        rvalid ,
    input               rready ,
    output logic        IRQ    ,
    input        [ 3:0] SW
);
    logic enable_irq;
    logic [3:0] sw_mask     ;
    logic [3:0] sw_event_ack;
    logic [3:0] sw_event    ;
    logic [3:0] sw_state    ;
    logic [3:0] sw_f        ;
    switch_ctrlr_x4_s_axi_lite_if switch_ctrlr_x4_s_axi_lite_if_inst (
        .aclk        (aclk        ),
        .aresetn     (aresetn     ),
        .awaddr      (awaddr      ),
        .awprot      (awprot      ),
        .awvalid     (awvalid     ),
        .awready     (awready     ),
        .wdata       (wdata       ),
        .wstrb       (wstrb       ),
        .wvalid      (wvalid      ),
        .wready      (wready      ),
        .bresp       (bresp       ),
        .bvalid      (bvalid      ),
        .bready      (bready      ),
        .araddr      (araddr      ),
        .arprot      (arprot      ),
        .arvalid     (arvalid     ),
        .arready     (arready     ),
        .rdata       (rdata       ),
        .rresp       (rresp       ),
        .rvalid      (rvalid      ),
        .rready      (rready      ),
        .enable_irq  (enable_irq  ),
        .sw_mask     (sw_mask     ),
        .sw_event_ack(sw_event_ack),
        .sw_event    (sw_event    ),
        .sw_state    (sw_state    )
    );
    sw_ctrlr_x4 sw_ctrlr_x4_inst (
        .clk         (aclk        ),
        .resetn      (aresetn     ),
        .enable_irq  (enable_irq  ),
        .sw_mask     (sw_mask     ),
        .sw_event_ack(sw_event_ack),
        .sw_event    (sw_event    ),
        .sw_state    (sw_state    ),
        .irq         (IRQ         ),
        .SW          (sw_f        )
    );
    switch_ctrlr_x4_filter switch_ctrlr_x4_filter_inst (
        .clk   (aclk   ),
        .resetn(aresetn),
        .sw    (SW     ),
        .SW_F  (sw_f   )
    );
endmodule
`timescale 1ns / 1ps
module sw_ctrlr_x4 (
    input              clk         ,
    input              resetn      ,
    input              enable_irq  ,
    input        [3:0] sw_mask     ,
    input        [3:0] sw_event_ack,
    output logic [3:0] sw_event    ,
    output logic [3:0] sw_state    ,
    output logic       irq         ,
    input        [3:0] SW
);
    logic [3 : 0] d_sw = '{default:0};
    logic [3 : 0] on_differ = '{default:0};
    logic [3 : 0] on_differ_masked = '{default:0};
    logic [ 31 : 0] on_hold_0 = '{default:0};
    logic [  3 : 0] delayed_sw;
    always_ff @(posedge clk) begin : d_sw_processing
        d_sw <= SW;
    end 
    always_ff @(posedge clk) begin : on_differ_processing 
        on_differ <= d_sw ^ SW;
    end 
    always_ff @(posedge clk) begin : on_differ_masked_processing 
        on_differ_masked <= on_differ & sw_mask;
    end 
    always_ff @(posedge clk) begin : irq_processing
        if (!resetn)
            irq <= 1'b0;
        else
            if (enable_irq) 
                if (on_differ_masked) 
                    irq <= 1'b1;
                else begin 
                    if (sw_event == sw_event_ack)
                        irq <= 1'b0;
                end 
            else 
                irq <= 1'b0;
    end
    always_ff @(posedge clk) begin : sw_event_ack_processing
        if (!resetn)
            sw_event <= '{default:0};
        else
            if (d_sw != SW)
                sw_event <= d_sw ^ SW;
            else
                if (sw_event == sw_event_ack)
                    sw_event <= '{default:0};
    end 
    always_ff @(posedge clk) begin : sw_state_processing 
        sw_state <= SW;
    end 
endmodule : sw_ctrlr_x4
`timescale 1ns / 1ps
module switch_ctrlr_x4_filter (
    input              clk   ,
    input              resetn,
    input        [3:0] sw    ,
    output logic [3:0] SW_F
);
    logic [ 3:0] d_sw = '{default:0};
    logic [31:0] hold_cnt = '{default:0};
    logic sig0;
    always_ff @(posedge clk) begin : d_sw_processing
        d_sw <= sw;
    end 
    always_ff @(posedge clk) begin : hold_cnt_processing 
        if (!resetn)
            hold_cnt <= '{default:0};
        else
            if (hold_cnt < 10000000 && hold_cnt > 0) 
                hold_cnt <= hold_cnt + 1;
            else
                if (hold_cnt == 0) begin
                    if (d_sw != sw) 
                        hold_cnt <= hold_cnt + 1;
                end else
                    hold_cnt <= '{default:0};
    end 
    always_ff @(posedge clk) begin
        if (!hold_cnt)
            SW_F <= sw;
    end 
endmodule : switch_ctrlr_x4_filter
`timescale 1ns / 1ps
module switch_ctrlr_x4_s_axi_lite_if (
    input               aclk,
    input               aresetn,
    input        [ 3:0] awaddr,
    input        [ 2:0] awprot,        
    input               awvalid,
    output logic        awready,
    input        [31:0] wdata,
    input        [ 3:0] wstrb,         
    input               wvalid,
    output logic        wready,
    output logic [ 1:0] bresp,
    output logic        bvalid,
    input               bready,
    input        [ 3:0] araddr,
    input        [ 2:0] arprot,
    input               arvalid,
    output logic        arready,
    output logic [31:0] rdata,
    output logic [ 1:0] rresp,
    output logic        rvalid,
    input               rready,
    output logic        enable_irq,
    output logic [ 3:0] sw_mask,
    output logic [ 3:0] sw_event_ack,
    input        [ 3:0] sw_event,
    input        [ 3:0] sw_state
);
    localparam integer ADDR_LSB = 2;
    localparam integer ADDR_OPT = 1;
    localparam integer REGISTER_CNT = 4;
    logic [31:0]reg_0 = '{default:0};
    logic [31:0]reg_1 = '{default:0};
    logic [31:0]reg_2 = '{default:0};
    logic [31:0]reg_3 = '{default:0};
    logic aw_en = 1'b1;
    always_comb begin : user_logic_assignment_group
        enable_irq      <= reg_0[0];
        sw_mask[3:0]    <= reg_2[3:0];
    end 
    always_comb begin : from_usr_logic_assignment_group 
        reg_1 [3:0] <= sw_state;
        reg_3 [3:0] <= sw_event[3:0];
    end 
    always_ff @(posedge aclk) begin : aw_en_processing 
        if (!aresetn) 
            aw_en <= 1'b1;
        else
            if (!awready & awvalid & wvalid & aw_en)
                aw_en <= 1'b0;
            else
                if (bready & bvalid)
                    aw_en <= 1'b1;
    end 
    always_ff @(posedge aclk) begin : awready_processing 
        if (!aresetn)
            awready <= 1'b0;
        else
            if (!awready & awvalid & wvalid & aw_en)
                awready <= 1'b1;
            else 
                awready <= 1'b0;
    end 
    always_ff @(posedge aclk) begin : wready_processing 
        if (!aresetn)
            wready <= 1'b0;
        else
            if (!wready & wvalid & awvalid & aw_en)
                wready <= 1'b1;
            else
                wready <= 1'b0;
    end 
    always_ff @(posedge aclk) begin : bvalid_processing
        if (!aresetn)
            bvalid <= 1'b0;
        else
            if (wvalid & wready & awvalid & awready & ~bvalid)
                bvalid <= 1'b1;
            else
                if (bvalid & bready)
                    bvalid <= 1'b0;
    end 
    always_ff @(posedge aclk) begin : arready_processing 
        if (!aresetn)
            arready <= 1'b0;
        else
            if (!arready & arvalid)
                arready <= 1'b1;
            else
                arready <= 1'b0;
    end
    always_ff @(posedge aclk) begin : rvalid_processing
        if (!aresetn)
            rvalid <= 1'b0;
        else
            if (arvalid & arready & ~rvalid)
                rvalid <= 1'b1;
            else 
                if (rvalid & rready)
                    rvalid <= 1'b0;
    end 
    always_ff @(posedge aclk) begin : rdata_processing 
        if (!aresetn)
            rdata <= '{default:0};
        else
            if (arvalid & arready & ~rvalid)
                case (araddr[(ADDR_OPT + ADDR_LSB) : ADDR_LSB]) 
                    'h0 : rdata <= reg_0;
                    'h1 : rdata <= reg_1;
                    'h2 : rdata <= reg_2;
                    'h3 : rdata <= reg_3;
                    default : rdata <= rdata;
                endcase  
    end 
    always_ff @(posedge aclk) begin : rresp_processing 
        if (!aresetn) 
            rresp <= '{default:0};
        else
            if (arvalid & arready & ~rvalid)
                case (araddr[(ADDR_OPT + ADDR_LSB) : ADDR_LSB])
                    'h0 : rresp <= '{default:0};
                    'h1 : rresp <= '{default:0};
                    'h2 : rresp <= '{default:0};
                    'h3 : rresp <= '{default:0};
                    default : rresp <= 'b10;
                endcase;  
    end                     
    always_ff @(posedge aclk) begin : bresp_processing
        if (!aresetn)
            bresp <= '{default:0};
        else
            if (awvalid & awready & wvalid & wready & ~bvalid)
                if (awaddr >= 0 | awaddr <= (REGISTER_CNT-1) )
                    bresp <= '{default:0};
                else
                    bresp <= 'b10;
    end
    always_ff @(posedge aclk) begin : reg_0_processing 
        if (!aresetn)
        begin  
            reg_0[15:0] <= 'b0;
            reg_0[31:17] <= 'b0;
        end 
        else
            if (awvalid & awready & wvalid & wready)
                if (awaddr[(ADDR_OPT + ADDR_LSB) : ADDR_LSB] == 'h00)
                begin
                    reg_0[0] <= wdata[0];
                end 
        end 
    always_ff @(posedge aclk) begin : reg_2_processing 
        if (!aresetn)
            reg_2 <= 'b0;
        else
            if (awvalid & awready & wvalid & wready)
                if (awaddr[(ADDR_OPT + ADDR_LSB) : ADDR_LSB] == 'h02)
                    reg_2[3:0] <= wdata[3:0];
        end 
    always_ff @(posedge aclk) begin : sw_event_ack_processing
        if (!aresetn) 
            sw_event_ack <= '{default:0};
        else
            if (awvalid & awready & wvalid & wready)
                if (awaddr[(ADDR_OPT + ADDR_LSB) : ADDR_LSB] == 'h03)
                    sw_event_ack[3:0] <= wdata[3:0];
                else
                    sw_event_ack[3:0] <= '{default:0};
            else
                sw_event_ack[3:0] <= '{default:0}; 
    end 
endmodule

===== /design/flow/run.sh =====
#!/bin/bash
# OpenROAD 26Q1-2900-gdf79404cd8, Yosys 0.63+post, stock flow scripts
make -C /OpenROAD-flow-scripts/flow DESIGN_CONFIG=/design/flow/config.mk WORK_HOME=/design/flow/orfs finish

===== /design/flow/config.mk =====
export PLATFORM = sky130hd
export DESIGN_NAME = axi_sw_ctrlr
export DESIGN_NICKNAME = axi_sw_ctrlr
export VERILOG_FILES = /design/flow/design.v
export SDC_FILE = /design/flow/constraint.sdc
export NUM_CORES = 4
export LEC_CHECK = 1
export CORE_UTILIZATION = 50
export SYNTH_HDL_FRONTEND = slang

===== /design/flow/constraint.sdc =====
current_design axi_sw_ctrlr

set clk_period 3.8
set clk_io_pct 0.2

create_clock -name clk0 -period $clk_period [get_ports {aclk}]

set non_clock_inputs [all_inputs -no_clocks]
set_input_delay [expr $clk_period * $clk_io_pct] -clock clk0 $non_clock_inputs
set_output_delay [expr $clk_period * $clk_io_pct] -clock clk0 [all_outputs]

==> reports/results.tsv <==
stage	metric	value	unit
timing	rsz0062_at_grt	false	
clock_tree	cts_tree	done	
clock_tree	cts_made_buffers	9	
worst_setup_path	crit_buf_inv	4	
detailed_routing	wl_per_cell	11.50	um
flow_run	cap_violations	0	
timing	fmax	409.2	MHz
yosys	synth_area	3073	um^2
timing	finalSetupTns	0	ns
global_routing	track_usage	18.03	%
detailed_routing	drt_wl_total	5.038	mm
worst_setup_path	crit_top_cell	buf_4	
detailed_routing	antenna_left	0	
clock_tree	cts_resized	0	
layout	final_area	3565	um^2
yosys	ys_warn_count	0	
timing	period_needed	2.444	ns
placement	hpwl	3.651	mm
yosys	syn_avg_cell_area	9.755	um^2
run_status	status	finished, final reports clean	
floorplanning	die_w	80.40	um
clock_tree	clock_path_buffers	2	
floorplanning	coreArea	5921	um^2
placement	place.port_buffers	28	
timing	setup_violations	0	
timing	tightest_slew	0.6632	ns
yosys	flop_cell	dfxtp_1	
placement	dpl_cell_area	3347	um^2
yosys	top_cell	dfxtp_1	
clock_tree	insertion_delay	0.33	ns
worst_setup_path	end_kind	flip-flop	
yosys	synth_area_leader_cell	dfxtp_1	
layout	final_layout_size_suffix_gt1_share	6.887	%
flow_run	openroad.warnings	68	
worst_setup_path	cp.arrival	2.71	ns
yosys	ys_cells	315	
global_routing	grt_max_degree	19	
worst_setup_path	cp.required	4.06	ns
power	power.leakage	1.312	nW
floorplanning	die_h	80.40	um
yosys	ys_area	3073	um^2
detailed_routing	drtPass1Iterations	4	
clock_tree	cts_sinks	76	
detailed_routing	drtIter0Drc	47	
detailed_routing	vias	2057	
floorplanning	io_pins	103	
layout	postLayoutCoreUtil	60.21	%
detailed_routing	drc_errors	0	
timing	maxSlewHeadroom	55.42	%
worst_setup_path	crit_path_start_kind	primary input	
power	total_power	0.001534	W
yosys	synthArstFlopShare	0	%
timing	finalClockSkew	0.006313	ns
worst_setup_path	critPathSlowestCell	clkdlybuf4s50_1	
power	max-vdd-ir-drop	0.2464	mV
worst_setup_path	crit_type	in2reg	
worst_setup_path	crit_fanout	18	
global_routing	first_global_vias	1878	
placement	gp_congestion	0.8292	
layout	area_growth	16.00	%
yosys	ys.flops	76	
worst_setup_path	cp_slowest_stage_delay	0.67	ns
yosys	synth-edff-count	4	
clock_tree	hold_buffers	0	
floorplanning	fp-utilization	51.90	%
yosys	topCellsByArea	dfxtp_1 47%, buf_4 7.8%, nor2_1 5.4%, xor2_1 4.8%, xnor2_1 4.3%	
detailed_routing	antennaDiodeCount	0	
placement	place_ws	1.011	ns
yosys	synth_top_area_share	46.91	%
timing	finalWorstSetupSlack	1.356	ns
timing	hold_viol	0	
worst_setup_path	crit_family	buffers and inverters	
timing	period_used_share	64.31	%
yosys	synthCells	315	
power	power_density	430.4	nW/um^2
clock_tree	htree_levels	3	
hold_path	hp-class	reg2reg	
yosys	post_synth_num_cell_types	36	
floorplanning	dieArea	6463	um^2
yosys	ys_seq_share	50.81	%
global_routing	antenna_found_initial	0	
clock_tree	cts-root-buf	clkbuf_8	
timing	drv_slew	0	
detailed_routing	routed_via_density	4.696	
clock_tree	clkTransAtPathRegs	0.07	ns
clock_tree	post_cts_buffers	0	
yosys	top_cells_by_count	72 x dfxtp_1, 44 x nor2_1, 32 x buf_4, 17 x xor2_1, 16 x nand2_1	
floorplanning	rows	28	
global_routing	grt.overflow.total	0	
global_routing	grt_pass1_wl	8.749	mm
worst_setup_path	cp_cell_sequence	clkdlybuf4s50_1 > clkinv_1 > buf_4 > o41a_1 > buf_4 > a21oi_1	
-- stage by stage --
| step | instances | hold slack (ns) |
|---|---|---|
| floorplan | 354 | 0.3687 |
| global placement | 422 | 0.3749 |
| detailed placement | 422 | 0.3829 |
| CTS | 438 | 0.3996 |
| global route | 438 | 0.4285 |
| finish | 438 | 0.3966 |
-- cell type report --
class | count | area (um^2)
clock buffer | 12 | 145.1
clock inverter | 4 | 72.57
fill | 527 | 2356
inverter | 14 | 52.55
multi-input combinational | 227 | 1344
sequential | 76 | 1562
tap | 75 | 93.84
timing repair buffer | 30 | 295.3
-- power breakdown --
part	internal, W	total, W	switching, W
Clock	0.000387	0.000658	0.000270
Sequential	0.000816	0.000821	0.00000585
Combinational	0.0000333	0.0000548	0.0000215
Total	0.00124	0.00153	0.000298
-- routing by layer --
metal / share of wire (%) / track usage [%] / vias to the layer above
met4: 1.5 / 3.214 / 0
met5: 0 / 0 / -
met3: 5.6 / 4.037 / 7
met2: 38 / 24.15 / 57
li1: - / - / 1084
met1: 55 / 30.95 / 909
-- flip-flops by register name, summed over array words and instances, names as in the netlist --
register                                         count
sw_ctrlr_x4_inst.irq                                 1
switch_ctrlr_x4_s_axi_lite_if_inst.arready           1
switch_ctrlr_x4_s_axi_lite_if_inst.awready           1
switch_ctrlr_x4_s_axi_lite_if_inst.rvalid            1
sw_ctrlr_x4_inst.on_differ_masked                    4
switch_ctrlr_x4_s_axi_lite_if_inst.enable_irq        1
sw_ctrlr_x4_inst.sw_event                            4
switch_ctrlr_x4_s_axi_lite_if_inst.bvalid            1
sw_ctrlr_x4_inst.sw_state                            4
switch_ctrlr_x4_filter_inst.hold_cnt                32
switch_ctrlr_x4_s_axi_lite_if_inst.aw_en             1
switch_ctrlr_x4_s_axi_lite_if_inst.wready            1
switch_ctrlr_x4_s_axi_lite_if_inst.reg_2             4
switch_ctrlr_x4_s_axi_lite_if_inst.sw_event_ack      4
sw_ctrlr_x4_inst.on_differ                           4
switch_ctrlr_x4_filter_inst.d_sw                     4
switch_ctrlr_x4_filter_inst.SW_F                     4
switch_ctrlr_x4_s_axi_lite_if_inst.rdata             4
-- cell families after synthesis --
family	synth area share (%)
multiplexers	4.153
AND/OR/NAND/NOR	19.71
other	0.1220
XOR/XNOR	9.121
flip-flops	50.81
buffers and inverters	10.22
adder cells (fa/ha/maj)	0.8142
AND-OR/OR-AND	5.049
-- path summary, 6_finish.rpt --
path	start	endpoint	slack [ns]	cells after the start
worst min register to register	switch_ctrlr_x4_filter_inst.SW_F[3]	sw_ctrlr_x4_inst.sw_state[3]	0.40	0
worst min-delay path	switch_ctrlr_x4_filter_inst.SW_F[3]	sw_ctrlr_x4_inst.sw_state[3]	0.40	0
worst max-delay path	aresetn	switch_ctrlr_x4_filter_inst.hold_cnt[23]	1.36	6
worst max register to register	switch_ctrlr_x4_filter_inst.hold_cnt[27]	switch_ctrlr_x4_filter_inst.hold_cnt[23]	1.78	5
-- placed cells by master, fill, tap and decap left out, drive strengths merged, types with 2 or more instances in the layout --
cell / synthesis / layout
a22oi: 3 / 3
nand3: 11 / 11
nand2: 16 / 16
and2: 8 / 8
clkdlybuf4s50: 0 / 28
nor2: 44 / 44
a211oi: 6 / 6
xor2: 17 / 17
edfxtp: 4 / 4
nor3: 5 / 5
and4: 2 / 2
xnor2: 15 / 15
nand2b: 2 / 2
ha: 2 / 2
dfxtp: 72 / 72
mux2: 4 / 4
a21oi: 9 / 9
conb: 1 / 40
a31o: 2 / 2
bufinv: 0 / 2
clkinv: 1 / 2
clkbuf: 3 / 12
nor4: 11 / 11
nor3b: 3 / 3
mux2i: 6 / 6
inv: 13 / 13
nor2b: 3 / 3
buf: 34 / 2
nand4: 11 / 11
No activity file was given, so power comes from the tool's default toggle rates.
